<file path="design/flow/run.sh">
#!/bin/bash
# OpenROAD 26Q1-2900-gdf79404cd8, Yosys 0.63+post, stock flow scripts
make -C /OpenROAD-flow-scripts/flow DESIGN_CONFIG=/design/flow/config.mk WORK_HOME=/design/flow/orfs finish
</file>
<file path="design/flow/config.mk">
export PLATFORM = sky130hd
export DESIGN_NAME = fsm1
export DESIGN_NICKNAME = fsm1
export VERILOG_FILES = /design/flow/design.v
export SDC_FILE = /design/flow/constraint.sdc
export NUM_CORES = 4
export LEC_CHECK = 1
export CORE_AREA = 10 10 70 70
export DIE_AREA = 0 0 80 80
</file>
<file path="design/flow/constraint.sdc">
current_design fsm1

set clk_period 1.4
set clk_io_pct 0.2

create_clock -name clk0 -period $clk_period [get_ports {clk}]

set non_clock_inputs [all_inputs -no_clocks]
set_input_delay [expr $clk_period * $clk_io_pct] -clock clk0 $non_clock_inputs
set_output_delay [expr $clk_period * $clk_io_pct] -clock clk0 [all_outputs]
</file>
<file path="design/flow/design.v">
module fsm1(out, in1,in2, rst, clk);
output out;
input in1,in2;
input clk, rst;
reg out;
reg[1:0] state;
parameter s0=2'd0, s1=2'd1, s2=2'd2, s3=2'd3;
always @(posedge clk or negedge rst)
begin
	if(rst==0) 
	begin 
		state=s0; 
		out=0; 
	end
	else 
	begin
		case (state)
		s0: 
		begin
			if(in1==0 && in2==1) 
			begin 
				out=0; 
				state=s1; 
			end
			else if(in1==1 && in2==0)
			begin 
				out=0; 
				state=s2; 
			end
			else
			begin
				out=0; 
				state=s0; 
			end
		end
		s1: 
		begin
			if(in1==0) 
			begin 
				out=0; 
				state=s1; 
			end
			else 
			begin 
				out=0; 
				state=s2; 
			end
		end
		s2: 
		begin
			if(in1==0) 
			begin 
				out=0; 
				state=s3; 
			end
			else 
			begin 
				out=0; 
				state=s0; 
			end
		end
		s3: 
		begin
			if(in1==0) 
			begin 
				out=0; 
				state=s1; 
			end
			else 
			begin 
				out=1; 
				state=s2;
			end
		end
		default: 
		begin
			state=s0;
			out=0;
		end
		endcase
	end
end
endmodule
</file>
==> results.cfg <==
; yosys + openroad results
[floorplanning]
dieArea_sq_um = 6400
core_area_sq_um = 3420
fp_util_pct = 6.04
die_w_microns = 80
die_h_microns = 80
num_rows = 21
ios = 5

[setup_path]
crit_path_start_kind = register
slowest_stage = clkdlybuf4s50_1
critPathCaptureType = output port
cp_cell_sequence = clkdlybuf4s50_1
crit_buf_inv = 1
critPathArrivalTime_ns = 1.01
critPathTopFamily = buffers and inverters
required_ns = 1.12
path_class = register to output port
slowest_delay_ns = 0.45
worstPathMaxFanout = 1
r2r_slack_ns = 0.67

[global_route]
use_met3_pct = 2.05
grtUsageMet1_pct = 1.61
met2_usage_pct = 1.44
top_usage_layer = met3
grt_max_degree = 6
overflow = 0
grt_pass1_wl_microns = 717
grtUsageTotal_pct = 1.44
grt_pass1_vias = 161
grt_antenna_before_repair = 0

[cts]
clock_sinks = 5
cts_tree = done
postCtsSetupRepairBufs = 0
cts_max_path_buffers = 2
cts_buffers = 3
postCtsHoldBufs = 0
cts.clk_slew.worst_paths_ns = 0.04
h-tree-depth = 1
root_buffer = clkbuf_4
clk_latency_ns = 0.24
cts_resized = 0

[synthesis]
postSynthCellCount = 17
synth-seq-cells = 5
synth.distinct_cells = 11
top_cell_area_share_pct = 48.5
netlist_area_sq_um = 206
synth_top_cell_by_area = dfrtp_1
yosys-stat-cells = 17
avgSynthCellArea_sq_um = 12.1
topCellsByArea = dfrtp_1 (48%), dfstp_2 (13%), ha_1 (12%)
synth_seq_share_pct = 61.2
synth_warnings = 1
synth_chip_area_sq_um = 206

[final_timing]
period_used_pct = 92.3
hold_viol = 0
period_minus_slack_ns = 1.29
hold_slack_ns = 0.256
rsz0062_at_grt = false
setup_tns_ns = 0
tightest_slew_ns = 0.224
slew_headroom_pct = 85.0
slew_violations = 0
fin_worst_skew_ns = 0.00263
fmax_ghz = 0.774
setup_viol = 0

[hold_path]
hp-class = input port to async pin

[drt]
drc_errors = 0
via_per_inst = 2.13
ant_nets = 0
drtIter0Drc = 7
vias = 153
wl_microns = 411
first_pass_iters = 2
n_antenna_cell = 0
avgRoutedWirePerCell_microns = 5.71

[placed_design]
portBuffers = 4
dpl.hpwl_microns = 324
place_congestion = 0.769

[power_and_ir_drop]
peakVddDrop_uv = 188
seq_power_share_pct = 45.9
p_int_w = 0.000299
power.leakage_nw = 0.145
power.share.clock_pct = 43.3
combPwrFrac_pct = 10.8
powerDensity_nw_per_um2 = 1140
p_total_w = 0.000385
swShare_pct = 22.1
power.switching_w = 0.0000852

[final_layout]
areaGrowthSynthToFinish_pct = 63.6
fillers = 394
drive_above_1_share_pct = 30.8

[run]
warnings = 26
maxCapViolCount = 0

[run_status]
status = finished, final reports clean
## cells by family (layout without fill, tap and decap cells)
| logic type | Yosys count | after routing | synth area share, % |
|---|---|---|---|
| compound gates | 3 | 3 | 9.69 |
| buf+inv | 2 | 11 | 3.64 |
| flops | 5 | 5 | 61.2 |
| fa+ha+maj | 2 | 2 | 12.1 |
| simple gates | 5 | 5 | 13.3 |
## cells in the final DEF, fill, tap and decap left out, drive strengths merged
master	instances
a22o	1
buf	1
and2b	1
nand2	2
ha	2
dfstp	1
dfrtp	4
o21ai	2
and2	1
clkdlybuf4s50	4
nor2	1
clkbuf	4
inv	2
## path summary, 6_finish.rpt
path	from	end	cells past startpoint
max	out	out	1
min	rst	out	1
max reg2reg	state[0]	state[1]	2
min reg2reg	state[3]	out	1
max in group asynchronous	rst	state[0]	1
min in group clk0	state[3]	out	1
## per-stage QoR
step	utilization [%]	std cells	cell area, sq um	setup slack, ns
detailed placement	9.12	68	312	-0.0143
global route	9.89	72	338	0.0698
finish	9.89	72	338	0.108
global placement	9.12	68	312	-0.00277
CTS	9.89	72	338	0.0930
floorplan	-	17	206	0.527
## power by group through the flow
stage         combinational [W]  clock (W)  sequential, W
CTS                   0.0000426   0.000172       0.000176
global route          0.0000478   0.000183       0.000180
finish                0.0000417   0.000166       0.000176
## layout make-up
type	instances	area [sq um]	area share, %
Multi-Input combinational cell	10	72.6	21.5
Inverter	2	7.51	2.22
Timing Repair Buffer	5	47.5	14.1
Sequential cell	5	126	37.4
Tap cell	46	57.6	17.0
Clock buffer	4	26.3	7.78
## metal layers
metal,vias to the layer above,part of all wire (%)
met5,-,0
met4,0,1.9
met3,2,28
met2,8,27
met1,69,43
li1,74,-
## state kept, by name, summed over array words and instances (netlist names)
register and count:
state 4, out 1
## Yosys cell counts (all sizes together)
| cell type | number |
|---|---|
| nor2 | 1 |
| a22o | 1 |
| and2 | 1 |
| inv | 2 |
| ha | 2 |
| and2b | 1 |
| nand2 | 2 |
| dfrtp | 4 |
| dfstp | 1 |
| o21ai | 2 |
Power is estimated from default activity; no workload was simulated.
