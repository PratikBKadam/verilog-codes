File: run.sh
#!/bin/bash
# OpenROAD 26Q1-2900-gdf79404cd8, Yosys 0.63+post, stock flow scripts
make -C /OpenROAD-flow-scripts/flow DESIGN_CONFIG=/design/flow/config.mk WORK_HOME=/design/flow/orfs finish
File: constraint.sdc
current_design trafficlight_timer

set clk_period 2.0
set clk_io_pct 0.2

create_clock -name clk0 -period $clk_period [get_ports {clk}]

set non_clock_inputs [all_inputs -no_clocks]
set_input_delay [expr $clk_period * $clk_io_pct] -clock clk0 $non_clock_inputs
set_output_delay [expr $clk_period * $clk_io_pct] -clock clk0 [all_outputs]
File: config.mk
export PLATFORM = sky130hd
export DESIGN_NAME = trafficlight_timer
export DESIGN_NICKNAME = trafficlight_timer
export VERILOG_FILES = /design/flow/design.v
export SDC_FILE = /design/flow/constraint.sdc
export NUM_CORES = 4
export LEC_CHECK = 1
export CORE_AREA = 10 10 70 70
export DIE_AREA = 0 0 80 80
File: design.v
module trafficlight_timer(rst,clk,output_state,timer);
input clk,rst;
output reg [3:0] timer;
reg [1:0] next_state,current_state;
output [1:0] output_state;
parameter red=2'b00,yellow=2'b01,green=2'b10;
parameter redtime=4'b1010,yellowtime=4'b0101,greentime=4'b1010;
always @(timer,current_state)
	begin 
	if(timer)
		begin
				next_state<=current_state;
		end
	else
		begin
		case(current_state)
			red:
				begin
				next_state<=green;
				end			
			yellow:
				begin
				next_state<=red;
				end
			green:
				begin
				next_state<=yellow;
				end
			default:
				begin
				next_state<=red;
				end
		endcase	
		end
	end
always @(negedge(clk),posedge(rst))
begin
	if(rst)
		begin
			timer<=redtime;
			current_state<=red;
		end
	else
		begin
			current_state<=next_state;
			if(timer)
				begin
					timer<=timer-1'b1;
				end
			else
				begin
					case(next_state)
						red:timer<=redtime;
						green:timer<=greentime;
						yellow:timer<=yellowtime;
						default:timer<=redtime;
					endcase
				end
		end
end
assign output_state = current_state;
endmodule
==> results.yml <==
# yosys + openroad results
grt:
  grt_start_max_net_pins: 7
  grt-ovfl-total: 0
  grt_pass1_vias: 277
  grt.total_usage_pct: 2.675
  grt_pass1_wl_um: 1311
  antenna_found_initial: 0
floorplanning:
  io_pins: 8
  fp_util_pct: 8.901
  die_area_um2: 6400
  rows: 21
  die_h_um: 80
  die_width_um: 80
  coreArea_um2: 3416
clock_network:
  clockBufferDepth: 2
  clkTransAtPathRegs_ns: 0.04
  cts_hold_buf: 0
  clkLatencyLatePin_ns: 0.30
  clock_sinks: 6
  root_buffer: "clkbuf_4"
  tritoncts: "built"
  cts_made_buffers: 3
  htreeDepth: 1
yosys:
  syn_avg_cell_area_um2: 10.86
  synth_cells: 28
  ys_warn_count: 1
  edf_count: 0
  yosysSeqAreaShare_pct: 50.21
  synth-main-ff-cell: "dfrtn_1"
  synth_area_um2: 304.0
  synth_cell_types: 15
  ys_cells: 28
  yosys_area_um2: 304.0
  async_flop_share_pct: 100.0
  ys.flops: 6
worst_setup_path:
  max_stage_delay_ns: 0.51
  start_kind: "flip-flop"
  path_delay_family: "flip-flops"
  required_ns: 1.60
  critical_path.max_fanout: 2
  worst_ep_arrival_time_ns: 1.90
  crit_cells: 1
  worstPathCellList: "buf_2"
  crit_slowest_cell: "dfstp_2"
  criticalPathCategory: "flip-flop to output pin"
  cp-end-kind: "output pin"
  crit_buf_inv: 1
  reg2reg_from: "timer[0]"
  r2r_end: "current_state[1]"
  startpoint: "timer[3]"
  endpoint: "timer[3]"
  rr_worst_depth: 7
  r2r_slack_ns: 0.17
pwr:
  seqPwrFrac_pct: 45.9
  p_int_w: 0.0002069
  switching_power_w: 0.00006005
  switching_share_pct: 22.49
  cellPowerDensity_nw_per_um2: 526.8
  power_frac_comb_pct: 2.3
  power.leakage_nw: 0.2445
  irDropWorstVdd_mv: 0.1725
  p_clk_share_pct: 51.8
worst_hold_path:
  hold_class: "flip-flop to flip-flop"
detailed_routing:
  drc_errors: 0
  via_per_inst: 2.875
  antenna_left: 0
  n_antenna_cell: 0
  wire_per_inst_um: 8.760
  drt_iter0_drc: 22
  dr.pass1.iters: 4
  wirelength_um: 841
  vias: 276
final_layout:
  fin_util_pct: 14.84
  fill_cells: 393
  syn_to_final_growth_pct: 66.67
  drive_above_1_share_pct: 46.00
outcome:
  failed_checks: "setup timing"
  status: "finished, violations left"
sta:
  slew_headroom_pct: 81.79
  worstMarginPinSlew_ns: 0.2728
  hold_slack_ns: 0.6011
  rsz0062_at_grt: "yes"
  setup_violations: 6
  drv_slew: 0
  finClkSkew_ns: 0.04311
  fin_ws_ns: -0.3025
  finalHoldViolations: 0
place:
  port_buffers: 7
  dp_hpwl_um: 628.9
  place.gp.congestion: 0.7549
job:
  drv_cap: 0
  openroad.warnings: 30
==> layout by cell type (no fill, tap or decap), types with 2 or more instances in the layout <==
cell	synthesis	routed
buf_2	0	6
buf_4	0	10
clkbuf_4	0	3
dfrtn_1	4	4
dfstp_2	2	2
ha_1	2	2
inv_1	7	8
o21ai_0	3	3
==> layout make-up <==
class | instances | area (um2) | share of cell area, %
Inverter | 6 | 22.52 | 4.444
Clock buffer | 4 | 26.28 | 5.185
Tap cell | 46 | 57.56 | 11.36
Timing Repair Buffer | 17 | 115.1 | 22.72
Clock inverter | 2 | 7.507 | 1.481
Multi-Input combinational cell | 15 | 125.1 | 24.69
Sequential cell | 6 | 152.6 | 30.12
==> worst min path at each step <==
stage / start / end / slack, ns / depth (start not counted)
after CTS: current_state[1] / current_state[1] / 0.61 / 2
final: current_state[1] / current_state[1] / 0.60 / 2
after global routing: current_state[1] / current_state[1] / 0.63 / 2
==> registers in the layout, indices dropped and copies added (netlist names) <==
name / count
timer: 4
current_state: 2
==> metrics by stage <==
step	std cells	setup slack, ns	power (W)	TNS, ns	instance area [um2]
after global routing	96	-0.3540	0.0002879	-1.547	506.7
final	96	-0.3025	0.0002669	-1.306	506.7
after detailed placement	87	-0.3697	0.0001396	-1.891	476.7
after floorplan	28	0.06587	0.0001353	0	304.0
after global placement	87	-0.3643	0.0001394	-1.882	476.7
after CTS	94	-0.3192	0.0002722	-1.360	491.7
==> kinds of logic (layout without fill, tap and decap cells) <==
| group | count (synthesis) | in the layout | share of synthesized area, % |
|---|---|---|---|
| xor+xnor | 1 | 1 | 2.881 |
| compound gates | 7 | 7 | 14.82 |
| flops | 6 | 6 | 50.21 |
| fa+ha+maj | 2 | 2 | 8.229 |
| mux | 1 | 1 | 3.703 |
| simple gates | 4 | 4 | 11.52 |
| buf+inv | 7 | 29 | 8.644 |
==> Yosys cell counts (all sizes together), types with 2 or more instances <==
library cell	count	area share, %
dfstp	2	17
inv	7	8.6
o21ai	3	4.9
dfrtn	4	33
ha	2	8.2
==> repair_timing <==
item / CTS / global route
buffers inserted: 2 / 2
setup endpoints to repair: 6 / 6
resized: 18 / 0
cloned: 0 / 0
==> layer usage <==
metal | share of wire [%] | up-vias | global-route usage (%)
met5 | 0 | - | 0
li1 | - | 138 | -
met2 | 31 | 12 | 2.889
met4 | 0 | 0 | 0.3521
met1 | 52 | 126 | 3.434
met3 | 17 | 0 | 2.955
==> power by group through the flow <==
stage / Sequential [W] / Combinational, W / Clock [W]
final: 0.000123 / 0.00000607 / 0.000138
after global routing: 0.000122 / 0.00000694 / 0.000159
after CTS: 0.000123 / 0.00000614 / 0.000144
Power figures rest on the tool's default switching activity, not on a simulated workload.
