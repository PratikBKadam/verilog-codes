<file path="design/flow/design.v">
module fsm2(rst,clk,signal,timer);
input clk,rst;
output reg [3:0] timer;
reg [1:0] next_state,current_state;
output [1:0] signal;
parameter red=2'b00,yellow=2'b01,green=2'b10;
parameter redtime=4'b1010,yellowtime=4'b0101,greentime=4'b1010;
always @(timer,current_state)
	begin 
	if(timer)
		begin
				next_state<=current_state;
		end
	else
		begin
		case(current_state)
			red:
				begin
				next_state<=green;
				end			
			yellow:
				begin
				next_state<=red;
				end
			green:
				begin
				next_state<=yellow;
				end
			default:
				begin
				next_state<=red;
				end
		endcase	
		end
	end
always @(negedge(clk),posedge(rst))
begin
	if(rst)
		begin
			timer<=redtime;
			current_state<=red;
		end
	else
		begin
			current_state<=next_state;
			if(timer)
				begin
					timer<=timer-1'b1;
				end
			else
				begin
					case(next_state)
						red:timer<=redtime;
						green:timer<=greentime;
						yellow:timer<=yellowtime;
						default:timer<=redtime;
					endcase
				end
		end
end
assign signal=current_state;
endmodule 
</file>
<file path="design/flow/run.sh">
#!/bin/bash
# OpenROAD 26Q1-2900-gdf79404cd8, Yosys 0.63+post, stock flow scripts
make -C /OpenROAD-flow-scripts/flow DESIGN_CONFIG=/design/flow/config.mk WORK_HOME=/design/flow/orfs finish
</file>
<file path="design/flow/config.mk">
export PLATFORM = sky130hd
export DESIGN_NAME = fsm2
export DESIGN_NICKNAME = fsm2
export VERILOG_FILES = /design/flow/design.v
export SDC_FILE = /design/flow/constraint.sdc
export NUM_CORES = 4
export LEC_CHECK = 1
export CORE_AREA = 10 10 70 70
export DIE_AREA = 0 0 80 80
</file>
<file path="design/flow/constraint.sdc">
current_design fsm2

set clk_period 2.5
set clk_io_pct 0.2

create_clock -name clk0 -period $clk_period [get_ports {clk}]

set non_clock_inputs [all_inputs -no_clocks]
set_input_delay [expr $clk_period * $clk_io_pct] -clock clk0 $non_clock_inputs
set_output_delay [expr $clk_period * $clk_io_pct] -clock clk0 [all_outputs]
</file>
==> flow_metrics.rpt <==
PHYSICAL IMPLEMENTATION REPORT
----------------------------------------------------
[Outcome]
  Result of the run ........................ finished with violations
  Failing checks ........................ negative setup slack

[Setup path]
  List of cells traversed by the critical path ........................ buf_2
  Crit path launch type ........................ flop
  Data required time at the worst endpoint ........................ 2.00 ns
  Worst setup EP type ........................ primary output
  Family with the most delay on the worst path ........................ flip-flops
  Buf/Inv on CP ........................ 1
  Slowest cell on the critical path ........................ dfstp_2
  R2r endpoint ........................ current_state[1]
  Worst-case reg-to-reg path depth ........................ 7
  Arrival time of data at the critical path endpoint ........................ about 2.2 ns
  CP peak stage delay ........................ just over 0.5 ns
  Critical Path Fanout Max ........................ 2
  Setup CP Type ........................ reg2out
  R2R Setup Slk ........................ 0.61 ns
  R2r startpoint ........................ timer[0]

[Final layout]
  MI comb area ........................ about 130 sq um
  Flop area ........................ 152.6 sq um
  Post-route cell area ........................ about 500 sq um
  Count of placed standard cells in the final layout, fillers left out ........................ around 97
  Top cells excl fill/tap ........................ buf_4 (11), inv_1 (8), buf_2 (6)
  Ratio of cells with drive above 1 in the final layout ........................ a little under half
  Signed area change from the synthesized netlist to the final layout ........................ 69.14%
  Number of fill cells in the layout ........................ around 400
  End-of-flow core utilization ........................ 15.05%
  Most instantiated logic cell after routing ........................ buf_4

[Global routing]
  Largest net degree at the start of global routing ........................ 7
  GRT overflow ........................ 0
  Initial antenna violation count ........................ 0
  Vias in the first global route ........................ approximately 300
  Met2 Track Usage GR ........................ between 2 and 3%
  Met3 global-route usage ........................ roughly 3.0%
  Peak-usage layer in the global routing report ........................ met1
  Total GRT Usage ........................ around 2.7%
  GRT met1 Usage ........................ 3.699%
  Global-route wire length before repair ........................ about 1300 microns

[Hold path]
  Start point of the worst min-delay path ........................ timer[1]
  Tightest Hold Check Type ........................ reg2reg
  End of the worst hold path ........................ timer[3]
  Hold Path Depth ........................ 3

[Placed design]
  DPL Wire Length ........................ just under 600 microns
  Port-buffer cells ........................ 7
  Weighted congestion at the end of routability-driven global placement ........................ approximately 0.75
  Instance area after placement ........................ around 470 sq um
  Placed Instances ........................ 86

[Synth]
  Netlist cell types ........................ 15
  Post-synthesis cell count from yosys ........................ 28
  Tally of yosys warning messages ........................ 1
  Sequential cell area fraction in the yosys report ........................ between 50% and 60%
  Cell count after synthesis ........................ 28
  Post-synthesis area per instance ........................ approximately 11 sq um
  Post-synthesis cell area ........................ between 300 and 400 sq um
  Yosys stat chip area ........................ 304.0 sq um
  Register bit total from synthesis ........................ 6

[Pwr]
  Power share of the clock group ........................ between 50% and 60%
  Lkg Pwr ........................ 0.2506 nW
  Switching share of total power ........................ 22.08%
  Overall power ........................ between 0.0002 and 0.00025 W
  Fraction of power consumed by sequential logic ........................ between 40% and 50%
  Combinational share of power ........................ 1.6%
  Switch Pwr ........................ about 0.000047 W
  Internal Dissipation ........................ 0.0001645 W
  Ratio of total power to cell area ........................ 410.5 mW/mm^2
  Maximum VDD drop ........................ approximately 0.15 mV

[Floorplan]
  Core area ........................ 0.003416 sq mm
  Width of the die ........................ around 80 microns
  I/O pin total ........................ 8
  FP Core Util ........................ just under 9%
  # rows ........................ 21
  Height of the die ........................ about 80 microns
  Chip area ........................ about 0.0064 sq mm

[Route]
  Routed Antenna Nets ........................ 0
  Via-per-instance ratio ........................ a little under 3
  1st-iter DRT viols ........................ 18
  Antenna Cells ........................ 0
  WL final ........................ about 840 microns
  Via count of the routed design ........................ approximately 280
  Wire length per cell ........................ about 8.7 microns
  DRC Markers ........................ 0
  Pre-Repair DR Iteration Count ........................ 4

[Timing]
  Max-slew violation total from the final report ........................ 0
  Final setup slack of the worst path ........................ -0.1464 ns
  Max transition margin ........................ 79.76%
  Setup repair after global routing missed its margin ........................ true
  Transition time at the pin with the least slew margin ........................ a little over 0.3 ns
  Post-route clock skew ........................ around 0.044 ns
  Final Hold Vio Count ........................ 0
  Number of setup violations in the final report ........................ 6

[Clocking]
  Clock latency at the later pin of the worst-skew pair ........................ roughly 0.30 ns
  CTS clk-pin slew, worst paths ........................ about 0.03 ns
  CTS tree ........................ yes
  Root buffer cell ........................ clkbuf_4
  Num CTS Buffers ........................ 3
  Buffer levels on the longest clock path ........................ 2
  CTS Hold Bufs ........................ 0
  Clock sink count ........................ 6
  Total number of H-tree levels ........................ 1

[Flow run]
  Number of violations of the max-capacitance limit ........................ 0
  Number of warnings the tools reported ........................ 30

----------------------------------------------------
-- power groups by stage --
stage                 combinational, W  sequential (W)  clock [W]
final                       0.00000345       0.0000980   0.000110
after global routing        0.00000406       0.0000979   0.000123
after CTS                   0.00000357       0.0000980   0.000113
-- what timing repair did --
item	4_1_cts	5_1_grt
setup endpoints to repair	6	6
pin swaps	0	0
gates resized	18	0
buffers inserted	2	4
-- cells by family (layout without fill, tap and decap cells) --
logic type,count (synthesis),count (layout),share of synthesized area (%)
AOI/OAI and AO/OA,7,7,14.82
buffers and inverters,7,30,8.644
DFF,6,6,50.21
and+or+nand+nor,4,4,11.52
adders and majority gates,2,2,8.229
xor gates and xnor gates,1,1,2.881
muxes,1,1,3.703
-- cells in the mapped netlist --
cell type | instances | area, sq um
nand3_1 | 1 | 5.000
a31oi_1 | 1 | 6.260
a41oi_1 | 1 | 8.760
dfstp_2 | 2 | 52.55
nor3b_4 | 1 | 18.77
o21a_1 | 1 | 7.510
mux2_2 | 1 | 11.26
dfrtn_1 | 4 | 100.1
xnor2_1 | 1 | 8.760
o21bai_1 | 1 | 7.510
o21ai_0 | 3 | 15.01
ha_1 | 2 | 25.02
inv_1 | 7 | 26.28
nor2_1 | 1 | 3.750
nand3b_1 | 1 | 7.510
-- layer usage --
layer | vias to the layer above | part of all wire, %
li1 | 140 | -
met1 | 126 | 48
met5 | - | 0
met4 | 0 | 0
met3 | 0 | 18
met2 | 17 | 33
-- worst max-delay path by stage --
| stage | start | endpoint | slack [ns] | cells past startpoint |
|---|---|---|---|---|
| 6_report | timer[3] | timer[3] | -0.15 | 1 |
| 5_1_grt | timer[1] | timer[1] | -0.19 | 1 |
| 4_1_cts | timer[3] | timer[3] | -0.16 | 1 |
-- layout make-up --
type / instances / area share [%]
sequential: 6 / 29.68
multi-input combinational: 15 / 24.33
timing repair buffer: 18 / 23.84
tap: 46 / 11.19
clock buffer: 4 / 5.109
inverter: 6 / 4.380
clock inverter: 2 / 1.460
-- registers in the layout, indices dropped and copies added, names as in the netlist --
name,flops
timer,4
current_state,2
-- metrics by stage --
step	setup WS, ns	TNS [ns]	hold slack (ns)
detailed placement	-0.2182	-0.9886	0.5289
floorplan	0.2159	0	0.4040
global route	-0.1917	-0.6536	0.7097
global placement	-0.2141	-0.9729	0.5009
CTS	-0.1591	-0.4406	0.5859
finish	-0.1464	-0.3945	0.6792
No activity file was given, so power comes from the tool's default toggle rates.
